[flow/run.sh]
#!/bin/bash
# OpenROAD 26Q1-2900-gdf79404cd8, Yosys 0.63+post, stock flow scripts
make -C /OpenROAD-flow-scripts/flow DESIGN_CONFIG=/design/flow/config.mk WORK_HOME=/design/flow/orfs finish
[flow/config.mk]
export PLATFORM = sky130hd
export DESIGN_NAME = FIFO
export DESIGN_NICKNAME = FIFO
export VERILOG_FILES = /design/flow/design.v
export SDC_FILE = /design/flow/constraint.sdc
export NUM_CORES = 4
export LEC_CHECK = 1
export CORE_UTILIZATION = 30
[flow/constraint.sdc]
current_design FIFO

set clk_period 5.7
set clk_io_pct 0.2

create_clock -name clk0 -period $clk_period [get_ports {clk}]

set non_clock_inputs [all_inputs -no_clocks]
set_input_delay [expr $clk_period * $clk_io_pct] -clock clk0 $non_clock_inputs
set_output_delay [expr $clk_period * $clk_io_pct] -clock clk0 [all_outputs]
[flow/design.v]
module FIFO(input clk, rst, wr, rd,
            input [7:0] din, output reg [7:0] dout,
            output empty, full);
  reg [3:0] wptr = 0, rptr = 0;
  reg [4:0] cnt = 0;
  reg [7:0] mem [15:0];
  always @(posedge clk)
    begin
      if (rst == 1'b1)
        begin
          wptr <= 0;
          rptr <= 0;
          cnt  <= 0;
        end
      else if (wr && !full)
        begin
          mem[wptr] <= din;
          wptr      <= wptr + 1;
          cnt       <= cnt + 1;
        end
      else if (rd && !empty)
        begin
          dout <= mem[rptr];
          rptr <= rptr + 1;
          cnt  <= cnt - 1;
        end
    end
  assign empty = (cnt == 0) ? 1'b1 : 1'b0;
  assign full  = (cnt == 16) ? 1'b1 : 1'b0;
endmodule
interface fifo_if;
  logic clock, rd, wr;          
  logic full, empty;            
  logic [7:0] data_in;          
  logic [7:0] data_out;         
  logic rst;                    
endinterface
==> metrics.cfg <==
[setup_path]
endpoint_kind=flip-flop
r2r-start=cnt[0]
r2r_cells=8
required_ns=6.04
startpoint_type=input pin
rrSetupSlack_ns=2.86
worstPathMaxFanout=8
arrival_ns=3.97
reg2reg_to=cnt[4]
worstSetupPathType=input pin to flip-flop

[cts]
numClockSinks=149
clockBufferDepth=2
cts_tree=done
path_clk_slew_ns=0.06
ctsResizeCount=0
htreeDepth=4
insertion_delay_ns=0.42
ctsRootBufferMaster=clkbuf_16
cts_made_buffers=17
post_cts_buffers=0
holdBufCountCts=0

[run]
tool_warnings=28
cap_viol_max_count=0

[logic_synthesis]
ys_seq_share=0.717
synth-seq-cells=149
ff_type=edfxtp_1
synth_cell_types=39
top_area_cell=edfxtp_1
edf_count=136
syn_inst=359
netlist_area_um2=6060
synth.top_cell.area_share=0.674
async_flop_share=0
synth_warnings=1
avgSynthCellArea_um2=16.9
area_leaders=edfxtp_1 (67%), mux4_2 (5.9%), mux2i_1 (5.5%), dfxtp_1 (4.3%), a221oi_1 (2.3%)
yosysChipArea_um2=6060
ys_cells=359

[global_route]
grt_max_degree=39
grt_overflow=0
busiest_layer=met2
grt_pass1_wl_um=18500
use_met2=0.205
grtUsageMet3=0.0634
grt_pass1_vias=3336
grtUsageMet1=0.171
grt_antenna_before_repair=0
grt.total_usage=0.130

[floorplanning]
rows=51
pin_count=22
die_h_um=144
fp_util=0.308
die_x_um=144
dieArea_um2=20800
core_um2=19700

[route]
drt-total-wl_um=12100
antennaDiodeCount=0
routed_via_density=4.86
ant_nets=0
drt_iter0_markers=185
wl_per_cell_um=18.2
vias=3239
dr.pass1.iters=5
drc_errors=0

[power_and_ir_drop]
vdd_drop_max_v=0.000195
power_leakage_nw=2.28
power_density_nw_per_um2=413

[cells_and_area]
mostFrequentLayoutCell=edfxtp_1
mostFrequentLayoutCells=edfxtp_1 (136), mux2i_1 (33), nor2_1 (26)
area_delta_synth_final_pct=18.0
stdcell_area_um2=7150
final_util=0.364
layout-drive-gt1-share=0.154

[sta]
setup_viol_count_final=0
hold_ws_ns=0.563
skew_ns=0.00755
tightest_slew_ns=0.894
min_period_ns=3.64
finalHoldViolCount=0
tns_ns=0
slew_viol_final=0
finalClockPeriodUsage=0.638
rsz0062_at_grt=no
max_slew_margin=0.402
timing.fmax_mhz=275
layout_setup_ws_ns=2.06

[placement]
io_buffers=21
gp_congestion=0.870
hpwl_um=7610
place_ws_ns=1.65
place_area_um2=6580

[outcome]
status=finished clean

[hold_path]
hold_path_class=flip-flop to flip-flop
hold_depth=2
hp-start=wptr[1]
hold_end=wptr[1]

## how the worst max path moves through the flow
stage	startpoint	endpoint	cells past startpoint
final	wr	cnt[4]	9
after CTS	wr	cnt[4]	9
after global routing	wr	cnt[4]	9
## Yosys cell counts (2+ instances only)
cell type	number
or3_1	4
xor2_1	3
inv_1	8
o21ai_0	14
nand2_1	15
o211ai_2	2
mux4_2	16
nand3_1	3
a21oi_1	9
buf_2	9
o2111ai_1	2
xnor2_1	3
nor2_1	26
clkbuf_1	9
ha_1	8
a221oi_1	16
and2_1	2
a21o_1	2
a211oi_1	2
dfxtp_1	13
a22oi_1	8
edfxtp_1	136
mux2i_1	33
## critical path, stage by stage
cell	delay (ns)
clkdlybuf4s50_1	0.67
inv_1	0.15
a21oi_1	0.43
inv_1	0.20
fa_1	0.46
a21o_1	0.22
a2111o_1	0.42
o211a_1	0.13
a211oi_1	0.15
## where the power goes
group | switching, mW | leakage, nW | internal [mW]
registers | 0.0772 | 1.33 | 1.25
logic | 0.278 | 0.670 | 0.287
clock network | 0.417 | 0.280 | 0.644
total | 0.772 | 2.28 | 2.18
## flip-flops by register name (all words and copies together) (netlist names)
| signal | cells |
|---|---|
| cnt | 5 |
| wptr | 4 |
| dout | 8 |
| mem | 128 |
| rptr | 4 |
## cells by family after synthesis
group / after synthesis / synth area share
adders and majority gates: 9 / 0.0198
muxes: 49 / 0.114
AOI/OAI and AO/OA: 63 / 0.0787
DFF: 149 / 0.717
and+or+nand+nor: 57 / 0.0438
buffers and inverters: 26 / 0.0180
xor gates and xnor gates: 6 / 0.00868
## area by class of cell
cell class              count  area (um2)
flip-flops and latches    149        4350
well taps                 265         332
repair buffers             29         270
inverters                   8        30.0
fillers                  1846       12500
clock inverters            12         131
multi-input cells         184        1610
clock buffers              20         437
## metal layers
layer | wire [um] | part of all wire
met1 | 4940 | 0.41
met2 | 5860 | 0.48
met3 | 1160 | 0.095
met4 | 177 | 0.015
met5 | 0 | 0
## per-stage QoR
stage	total power, mW	instances
6_report	2.96	667
5_1_grt	3.08	667
4_1_cts	2.98	667
3_5_place_dp	1.92	635
3_3_place_gp	1.91	635
2_1_floorplan	1.76	359
No activity file was given, so power comes from the tool's default toggle rates.
